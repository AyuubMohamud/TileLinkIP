### config.mk
export PLATFORM = sky130hd
export DESIGN_NAME = openPolarisGPIO
export DESIGN_NICKNAME = openPolarisGPIO
export VERILOG_FILES = /design/flow/design.v
export SDC_FILE = /design/flow/constraint.sdc
export NUM_CORES = 4
export LEC_CHECK = 1
export CORE_UTILIZATION = 50
### constraint.sdc
current_design openPolarisGPIO

set clk_period 8.1
set clk_io_pct 0.2

create_clock -name clk0 -period $clk_period [get_ports {gpio_clock_i}]

set non_clock_inputs [all_inputs -no_clocks]
set_input_delay [expr $clk_period * $clk_io_pct] -clock clk0 $non_clock_inputs
set_output_delay [expr $clk_period * $clk_io_pct] -clock clk0 [all_outputs]
### design.v
module skdbf #(parameter DW = 8) (
    input   wire logic          clk_i,
    input   wire logic          reset_i,
    input   wire logic          combinational_busy_i,
    output  wire logic [DW-1:0] cycle_data_o,
    output  wire logic          cycle_vld_o,
    output       logic          registered_busy_o,
    input   wire logic [DW-1:0] registered_data_i,
    input   wire logic          registered_vld_i 
);
    reg [DW-1:0] held_data;
    reg held_vld;
    initial held_data = 0;
    initial held_vld = 0;
    assign cycle_data_o = held_vld ? held_data : registered_data_i;
    assign cycle_vld_o = held_vld ? 1'b1 : registered_vld_i;
    wire hold_data;
    assign hold_data = combinational_busy_i & !registered_busy_o & cycle_vld_o & registered_vld_i;
    assign registered_busy_o = held_vld;
    always_ff @(posedge clk_i) begin
        if (reset_i) begin
            held_vld <= 1'b0;
            held_data <= 0;
        end else if (hold_data) begin
            held_data <= registered_data_i;
            held_vld <= 1'b1;
        end else if (!combinational_busy_i) begin
            held_vld <= 1'b0;
        end
    end 
endmodule
module openPolarisGPIO #(parameter TL_RS = 4, parameter [5:0] NGPIO = 16,
parameter rise_interrupts = 1, parameter fall_interrupts = 1) (
    input   wire logic                          gpio_clock_i,
    input   wire logic                          gpio_reset_i,
    input   wire logic [2:0]                    gpio_a_opcode,
    input   wire logic [2:0]                    gpio_a_param,
    input   wire logic [3:0]                    gpio_a_size,
    input   wire logic [TL_RS-1:0]              gpio_a_source,
    input   wire logic [4:0]                    gpio_a_address,
    input   wire logic [3:0]                    gpio_a_mask,
    input   wire logic [31:0]                   gpio_a_data,
    input   wire logic                          gpio_a_corrupt,
    input   wire logic                          gpio_a_valid,
    output  wire logic                          gpio_a_ready,
    output       logic [2:0]                    gpio_d_opcode,
    output       logic [1:0]                    gpio_d_param,
    output       logic [3:0]                    gpio_d_size,
    output       logic [TL_RS-1:0]              gpio_d_source,
    output       logic                          gpio_d_denied,
    output       logic [31:0]                   gpio_d_data,
    output       logic                          gpio_d_corrupt,
    output       logic                          gpio_d_valid,
    input   wire logic                          gpio_d_ready,
    output  wire logic [NGPIO-1:0]              outputs_o,
    output  wire logic [NGPIO-1:0]              t_o,
    input   wire logic [NGPIO-1:0]              inputs_i
);
    wire gpio_busy;
    wire [TL_RS-1:0] working_source;
    wire [3:0] working_size;
    wire [31:0] working_data;
    wire [3:0] working_mask;
    wire [2:0] working_opcode;
    wire [4:0] working_address;
    wire working_valid;
    skdbf #(TL_RS+4+39+5) skidbuffer (gpio_clock_i, gpio_reset_i, ~gpio_d_ready, {
        working_source,
        working_size,
        working_data,
        working_mask,
        working_opcode,
        working_address
    }, working_valid, gpio_busy, {
        gpio_a_source, gpio_a_size, gpio_a_data, gpio_a_mask, gpio_a_opcode, gpio_a_address
    }, gpio_a_valid);
    assign gpio_a_ready = ~gpio_busy;
    reg [NGPIO-1:0] outputs;
    initial outputs = 0;
    reg [NGPIO-1:0] t_state;
    initial t_state = {{NGPIO[5:0]}{1'b1}};
    always_ff @(posedge gpio_clock_i) begin
        if (gpio_reset_i) begin
            outputs <= 0;
        end
        else if (working_valid&gpio_d_ready&(working_address[4:2]==3'b001)&(working_opcode==3'd0||working_opcode==3'd1)) begin
            outputs <= working_data[NGPIO-1:0];
        end
    end
    always_ff @(posedge gpio_clock_i) begin
        if (gpio_reset_i) begin
            t_state <= {{NGPIO[5:0]}{1'b1}};
        end
        else if (working_valid&gpio_d_ready&(working_address[4:2]==3'b010)&(working_opcode==3'd0||working_opcode==3'd1)) begin
            t_state <= working_data[NGPIO-1:0];
        end
    end
    reg [NGPIO-1:0] inputs_x = 0;
    reg [NGPIO-1:0] inputs_y = 0;
    reg [NGPIO-1:0] inputs_edge = 0;
    reg [NGPIO-1:0] gen_fall_edge_interrupt = 0;
    reg [NGPIO-1:0] gen_fall_en = 0;
    reg [NGPIO-1:0] gen_rise_edge_interrupt = 0;
    reg [NGPIO-1:0] gen_rise_en = 0;
    always_ff @(posedge gpio_clock_i) begin
        {inputs_edge, inputs_y, inputs_x} <= {inputs_y, inputs_x, inputs_i};
    end
    generate if (fall_interrupts)
        always_ff @(posedge gpio_clock_i) begin
            for (integer i = 0; i < NGPIO; i++) begin
                if (!(working_valid&gpio_d_ready&(working_address[4:2]==3'b100)&&(working_opcode==3'd0||working_opcode==3'd1)&&gpio_a_data[i])) begin
                    gen_fall_edge_interrupt[i] <= 0;
                end else if (gen_fall_en[i]) begin
                    gen_fall_edge_interrupt[i] <= gen_fall_edge_interrupt[i]|(inputs_edge[i]&!inputs_y[i]);
                end else if (!gen_fall_en[i]) begin
                    gen_fall_edge_interrupt <= 0;
                end
            end
            if (working_valid&gpio_d_ready&(working_address[4:2]==3'b100)&&(working_opcode==3'd0||working_opcode==3'd1)) begin
                gen_rise_en <=  working_data[NGPIO-1:0];
            end
        end
    endgenerate
    generate if (rise_interrupts)
        always_ff @(posedge gpio_clock_i) begin
            for (integer i = 0; i < NGPIO; i++) begin
                if (!(working_valid&gpio_d_ready&(working_address[4:2]==3'b110)&&(working_opcode==3'd0||working_opcode==3'd1)&&gpio_a_data[i])) begin
                    gen_rise_edge_interrupt[i] <= 0;
                end else if (gen_rise_en[i]) begin
                    gen_rise_edge_interrupt[i] <= gen_rise_edge_interrupt[i]|(!inputs_edge[i]&inputs_y[i]);
                end else if (!gen_rise_en[i]) begin
                    gen_rise_edge_interrupt <= 0;
                end
            end
            if (working_valid&gpio_d_ready&(working_address[4:2]==3'b110)&&(working_opcode==3'd0||working_opcode==3'd1)) begin
                gen_rise_en <=  working_data[NGPIO-1:0];
            end
        end
    endgenerate
    always_ff @(posedge gpio_clock_i) begin
        if (gpio_reset_i) begin
            gpio_d_valid <= 0;
        end else if (working_valid&gpio_d_ready) begin
            gpio_d_valid <= 1;
            gpio_d_source <= working_source;
            gpio_d_size <= working_size;
            gpio_d_denied <= 0;
            gpio_d_corrupt <= 0;
            gpio_d_opcode <= 0;
            gpio_d_param <= 0;
            case (working_address[4:2])
            3'b000 : begin
                gpio_d_data <= {{{6'd32-NGPIO[5:0]}{1'b0}}, inputs_y};
            end
            3'b001: begin
                gpio_d_data <= {{{6'd32-NGPIO[5:0]}{1'b0}}, outputs};
            end
            3'b010: begin
                gpio_d_data <= {{{6'd32-NGPIO[5:0]}{1'b0}}, t_state};
            end
            3'b011: begin
                gpio_d_data <= {{{6'd32-NGPIO[5:0]}{1'b0}}, t_state};
            end
            3'b100: begin
                gpio_d_data <= {{{6'd32-NGPIO[5:0]}{1'b0}}, gen_fall_en};
            end
            3'b101: begin
                gpio_d_data <= {{{6'd32-NGPIO[5:0]}{1'b0}}, gen_fall_edge_interrupt};
            end
            3'b110: begin
                gpio_d_data <= {{{6'd32-NGPIO[5:0]}{1'b0}}, gen_rise_en};
            end
            3'b111: begin
                gpio_d_data <= {{{6'd32-NGPIO[5:0]}{1'b0}}, gen_rise_edge_interrupt};
            end
            endcase 
        end else if (!working_valid&gpio_d_ready) begin
            gpio_d_valid <= 0;
        end
    end
    assign outputs_o = outputs;
    assign t_o = t_state;
endmodule
### run.sh
#!/bin/bash
# OpenROAD 26Q1-2900-gdf79404cd8, Yosys 0.63+post, stock flow scripts
make -C /OpenROAD-flow-scripts/flow DESIGN_CONFIG=/design/flow/config.mk WORK_HOME=/design/flow/orfs finish
==> impl_metrics.xml <==
<?xml version="1.0" encoding="UTF-8"?>
<metrics>
  <group name="synthesis">
    <metric name="synthArstFlopShare" unit="%">0</metric>
    <metric name="edf_count" unit="">56</metric>
    <metric name="seq_area_frac_synth" unit="%">61.1</metric>
    <metric name="synth-main-ff-cell" unit="">sky130_fd_sc_hd__dfxtp_1</metric>
    <metric name="ys_area" unit="µm²">6910</metric>
    <metric name="yosys-stat-cells" unit="">633</metric>
    <metric name="synth.yosys.warnings" unit="">2</metric>
    <metric name="netlist-cell-type-count" unit="">45</metric>
    <metric name="synth_flop_count" unit="">183</metric>
  </group>
  <group name="outcome">
    <metric name="flow.first_error" unit="">ERROR: Found 16 problems in &#x27;check -assert&#x27;.</metric>
    <metric name="stop_stage" unit="">synthesis (1_2_yosys)</metric>
    <metric name="status" unit="">did not finish</metric>
  </group>
</metrics>
[cells by family after synthesis]
family | count (synthesis) | share of synthesized area [%]
and+or+nand+nor | 225 | 15.7
DFF | 183 | 61.1
AOI/OAI and AO/OA | 110 | 11.2
buffers and inverters | 72 | 5.39
muxes | 42 | 6.53
other | 1 | 0.0542
[synthesized netlist by cell type, types with 2 or more instances]
library cell	instances	area share (%)
sky130_fd_sc_hd__nor4_1	7	0.63
sky130_fd_sc_hd__o2111ai_1	5	0.63
sky130_fd_sc_hd__buf_1	3	0.16
sky130_fd_sc_hd__a21oi_1	57	4.1
sky130_fd_sc_hd__clkbuf_1	23	1.2
sky130_fd_sc_hd__nor3_1	42	3.0
sky130_fd_sc_hd__mux2i_1	17	2.5
sky130_fd_sc_hd__a2111oi_0	3	0.38
sky130_fd_sc_hd__nand2_1	86	4.7
sky130_fd_sc_hd__inv_1	16	0.87
sky130_fd_sc_hd__o211ai_1	2	0.22
sky130_fd_sc_hd__mux2_2	25	4.1
sky130_fd_sc_hd__buf_4	26	2.8
sky130_fd_sc_hd__o21ai_0	2	0.14
sky130_fd_sc_hd__nand3_1	5	0.36
sky130_fd_sc_hd__a2bb2oi_1	16	2.0
sky130_fd_sc_hd__nor2b_1	18	1.6
sky130_fd_sc_hd__dfxtp_1	127	37
sky130_fd_sc_hd__nor2_1	36	2.0
sky130_fd_sc_hd__a222oi_1	16	2.3
sky130_fd_sc_hd__nand2b_1	19	1.7
sky130_fd_sc_hd__buf_2	4	0.29
sky130_fd_sc_hd__edfxtp_1	56	24
