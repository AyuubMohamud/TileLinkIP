==> flow/config.mk <==
export PLATFORM = sky130hd
export DESIGN_NAME = openPolarisPLIC
export DESIGN_NICKNAME = openPolarisPLIC
export VERILOG_FILES = /design/flow/design.v
export SDC_FILE = /design/flow/constraint.sdc
export NUM_CORES = 4
export LEC_CHECK = 1
export CORE_UTILIZATION = 40
==> flow/constraint.sdc <==
current_design openPolarisPLIC

set clk_period 8.2
set clk_io_pct 0.2

create_clock -name clk0 -period $clk_period [get_ports {plic_clock_i}]

set non_clock_inputs [all_inputs -no_clocks]
set_input_delay [expr $clk_period * $clk_io_pct] -clock clk0 $non_clock_inputs
set_output_delay [expr $clk_period * $clk_io_pct] -clock clk0 [all_outputs]
==> flow/design.v <==
module skdbf #(parameter DW = 8) (
    input   wire logic          clk_i,
    input   wire logic          reset_i,
    input   wire logic          combinational_busy_i,
    output  wire logic [DW-1:0] cycle_data_o,
    output  wire logic          cycle_vld_o,
    output       logic          registered_busy_o,
    input   wire logic [DW-1:0] registered_data_i,
    input   wire logic          registered_vld_i 
);
    reg [DW-1:0] held_data;
    reg held_vld;
    initial held_data = 0;
    initial held_vld = 0;
    assign cycle_data_o = held_vld ? held_data : registered_data_i;
    assign cycle_vld_o = held_vld ? 1'b1 : registered_vld_i;
    wire hold_data;
    assign hold_data = combinational_busy_i & !registered_busy_o & cycle_vld_o & registered_vld_i;
    assign registered_busy_o = held_vld;
    always_ff @(posedge clk_i) begin
        if (reset_i) begin
            held_vld <= 1'b0;
            held_data <= 0;
        end else if (hold_data) begin
            held_data <= registered_data_i;
            held_vld <= 1'b1;
        end else if (!combinational_busy_i) begin
            held_vld <= 1'b0;
        end
    end 
endmodule
module openPolarisPLIC #(parameter TL_RS = 4) (
    input   wire logic                          plic_clock_i,
    input   wire logic                          plic_reset_i,
    input   wire logic [2:0]                    plic_a_opcode,
    input   wire logic [2:0]                    plic_a_param,
    input   wire logic [3:0]                    plic_a_size,
    input   wire logic [TL_RS-1:0]              plic_a_source,
    input   wire logic [21:0]                   plic_a_address,
    input   wire logic [3:0]                    plic_a_mask,
    input   wire logic [31:0]                   plic_a_data,
    input   wire logic                          plic_a_corrupt,
    input   wire logic                          plic_a_valid,
    output  wire logic                          plic_a_ready,
    output       logic [2:0]                    plic_d_opcode,
    output       logic [1:0]                    plic_d_param,
    output       logic [3:0]                    plic_d_size,
    output       logic [TL_RS-1:0]              plic_d_source,
    output       logic                          plic_d_denied,
    output       logic [31:0]                   plic_d_data,
    output       logic                          plic_d_corrupt,
    output       logic                          plic_d_valid,
    input   wire logic                          plic_d_ready,
    input   wire logic [30:0]                   int_i,  
    output  wire logic [1:0]                    int_o
);
    wire plic_busy;
    wire [TL_RS-1:0] working_source;
    wire [3:0] working_size;
    wire [31:0] working_data;
    wire [3:0] working_mask;
    wire [2:0] working_opcode;
    wire [21:0] working_address;
    wire [2:0] working_param;
    wire working_valid;
    skdbf #(TL_RS+4+60+4) skidbuffer (plic_clock_i, plic_reset_i, ~plic_d_ready, {
        working_source,
        working_size,
        working_data,
        working_mask,
        working_opcode,
        working_address,
        working_param
    }, working_valid, plic_busy, {
        plic_a_source, plic_a_size, plic_a_data, plic_a_mask, plic_a_opcode, plic_a_address, plic_a_param
    }, plic_a_valid);
    assign plic_a_ready = !plic_busy;
    reg [31:0] source_priority;
    reg [31:0] int_enable [0:1];
    reg priority_threshold [0:1];
    always_ff @(posedge plic_clock_i) begin
        if (working_valid&plic_d_ready&(working_opcode==3'd0)&(working_address[21:12]==0)) begin
            source_priority[working_address[6:2]] <= working_address[6:2] == 0 ? 0 : working_data[0];
        end
        if (working_valid&plic_d_ready&(working_opcode==3'd0)&(working_address[21:12]==10'd2)) begin
            int_enable[working_address[7]] <= working_data&32'hFFFFFFFE;
        end
        if (working_valid&plic_d_ready&(working_opcode==3'd0)&(working_address[21:16]==6'b100000)&(!working_address[2])) begin
            priority_threshold[working_address[12]] <= working_data[0];
        end
    end
    reg [4:0] claim [0:1];
    wire [31:0] interrupt_pending = {
        int_i, 1'b0
    };
    logic [31:0] claim_block [0:1];
    for (genvar i = 0; i < 2; i++) begin : percontext
        for (genvar x = 0; x < 32; x++) begin : perbit
            assign claim_block[i][x] = claim[i]==x;
        end
    end
    logic [4:0] res [0:1];
    for (genvar i = 0; i < 2; i++) begin : genClaimLogic
        always_comb begin 
            casez (int_enable[i]&~claim_block[i]&interrupt_pending)
                32'bzzzzzzzzzzzzzzzzzzzzzzzzzzzzzz10: res[i] = 1;
                32'bzzzzzzzzzzzzzzzzzzzzzzzzzzzzz100: res[i] = 2;
                32'bzzzzzzzzzzzzzzzzzzzzzzzzzzzz1000: res[i] = 3;
                32'bzzzzzzzzzzzzzzzzzzzzzzzzzzz10000: res[i] = 4;
                32'bzzzzzzzzzzzzzzzzzzzzzzzzzz100000: res[i] = 5;
                32'bzzzzzzzzzzzzzzzzzzzzzzzzz1000000: res[i] = 6;
                32'bzzzzzzzzzzzzzzzzzzzzzzzz10000000: res[i] = 7;
                32'bzzzzzzzzzzzzzzzzzzzzzzz100000000: res[i] = 8;
                32'bzzzzzzzzzzzzzzzzzzzzzz1000000000: res[i] = 9;
                32'bzzzzzzzzzzzzzzzzzzzzz10000000000: res[i] = 10;
                32'bzzzzzzzzzzzzzzzzzzzz100000000000: res[i] = 11;
                32'bzzzzzzzzzzzzzzzzzzz1000000000000: res[i] = 12;
                32'bzzzzzzzzzzzzzzzzzz10000000000000: res[i] = 13;
                32'bzzzzzzzzzzzzzzzzz100000000000000: res[i] = 14;
                32'bzzzzzzzzzzzzzzzz1000000000000000: res[i] = 15;
                32'bzzzzzzzzzzzzzzz10000000000000000: res[i] = 16;
                32'bzzzzzzzzzzzzzz100000000000000000: res[i] = 17;
                32'bzzzzzzzzzzzzz1000000000000000000: res[i] = 18;
                32'bzzzzzzzzzzzz10000000000000000000: res[i] = 19;
                32'bzzzzzzzzzzz100000000000000000000: res[i] = 20;
                32'bzzzzzzzzzz1000000000000000000000: res[i] = 21;
                32'bzzzzzzzzz10000000000000000000000: res[i] = 22;
                32'bzzzzzzzz100000000000000000000000: res[i] = 23;
                32'bzzzzzzz1000000000000000000000000: res[i] = 24;
                32'bzzzzzz10000000000000000000000000: res[i] = 25;
                32'bzzzzz100000000000000000000000000: res[i] = 26;
                32'bzzzz1000000000000000000000000000: res[i] = 27;
                32'bzzz10000000000000000000000000000: res[i] = 28;
                32'bzz100000000000000000000000000000: res[i] = 29;
                32'bz1000000000000000000000000000000: res[i] = 30;
                32'b10000000000000000000000000000000: res[i] = 31;
                default: res[i] = 0;
            endcase
        end
    end
    logic [31:0] context_specific_read;
    always_comb begin
        case (working_address[2])
            1'b0: begin
                context_specific_read = {31'h0, priority_threshold[working_address[12]]};
            end
            1'b1: begin
                context_specific_read = {27'h0, res[working_address[12]]};
            end
        endcase
    end
    logic [31:0] generic_read;
    always_comb begin
        case (working_address[13:12])
            2'b00: begin
                generic_read = {31'h0, source_priority[working_address[6:2]]};
            end
            2'b01: begin
                generic_read = interrupt_pending&~claim_block[0]&~claim_block[1];
            end
            2'b10: begin
                generic_read = int_enable[working_address[7]];
            end
            default: begin
                generic_read = 0;
            end
        endcase
    end
    wire generic = (working_address<22'h200000);
    wire claim_made = working_valid&plic_d_ready&(working_opcode==3'd4)&(working_address[2]&working_address[21:16]==6'b100000);
    wire complete_attempted =  working_valid&plic_d_ready&(working_opcode==3'd0)&(working_address[2]&working_address[21:16]==6'b100000);
    always_ff @(posedge plic_clock_i) begin
        if (claim_made) begin
            claim[working_address[12]] <= res[working_address[12]];
        end else if (complete_attempted) begin
            claim[working_address[12]] <= 0;
        end
    end
    always_ff @(posedge plic_clock_i) begin
        if (plic_reset_i) begin
            plic_d_valid <= 0;
        end else if (working_valid&&plic_d_ready) begin
            plic_d_valid <= 1;
            plic_d_corrupt <= 0;
            plic_d_denied <= 0;
            plic_d_source <= working_source;
            plic_d_size <= working_size;
            plic_d_param <= 0;
            plic_d_opcode <= {2'b00, working_opcode==3'd4};
            plic_d_data <= generic ? generic_read : context_specific_read;
        end else if (!working_valid&&plic_d_ready) begin
            plic_d_valid <= 0;
        end
    end
    for (genvar i = 0; i < 2; i++) begin : generateLevelInterrupts
        assign int_o[i] = |({32{priority_threshold[i]}}&(interrupt_pending)&int_enable[i]&source_priority&~claim_block[0]&~claim_block[1]);
    end
endmodule
==> flow/run.sh <==
#!/bin/bash
# OpenROAD 26Q1-2900-gdf79404cd8, Yosys 0.63+post, stock flow scripts
make -C /OpenROAD-flow-scripts/flow DESIGN_CONFIG=/design/flow/config.mk WORK_HOME=/design/flow/orfs finish
==> impl_metrics.env <==
# yosys + openroad results
export IMPL_overflow=0
export IMPL_syn_area_um2=12300
export IMPL_grt_max_degree=63
export IMPL_cts_buffer_depth=3
export IMPL_cts_root_buf="clkbuf_16"
export IMPL_async_flop_share_pct=0
export IMPL_wirelength_um=51700
export IMPL_ys_sh_simple_pct=21.8
export IMPL_first_pass_iters=8
export IMPL_chip_area_um2=31600
export IMPL_worstPathCellList="clkdlybuf4s50_1, nand2_1, a21oi_1, o211ai_1, nand2_1, nor3_1, nand3_1, o41a_1, clkdlybuf4s50_1"
export IMPL_hold_path_class="reg -> reg"
export IMPL_topCellsByArea="edfxtp_1 (36%), dfxtp_1 (9.9%), nand2_1 (9.7%)"
export IMPL_cp_num_buf_inv=2
export IMPL_via_count=11600
export IMPL_p_sw_share_pct=25.4
export IMPL_antenna_diode_count=0
export IMPL_grt_pass1_wl_um=74400
export IMPL_fin_crit_sh_pct=69.5
export IMPL_place_gp_congestion=1.07
export IMPL_synth_cells=1351
export IMPL_die_h_um=178
export IMPL_wl_per_cell_um=27.6
export IMPL_cts_hold_fix_buffers=0
export IMPL_clkTransAtPathRegs_ns=0.06
export IMPL_io_buffers=138
export IMPL_grt_use_total_pct=34.8
export IMPL_ir_drop_v=0.000147
export IMPL_yosys_cell_count_top_type="nand2_1"
export IMPL_ys_seq_share_pct=45.7
export IMPL_synth_xor_area_share_pct=0.213
export IMPL_crit_path_end="int_o[1]"
export IMPL_die_w_um=178
export IMPL_p_comb_share_pct=13.5
export IMPL_cp_end_kind="output port"
export IMPL_slew_viol_final=0
export IMPL_fa_ha_area_share_pct=0.507
export IMPL_cp_depth=9
export IMPL_htree_levels=1
export IMPL_startpoint="int_i[24]"
export IMPL_cp_required_ns=6.56
export IMPL_worstPathArrival_ns=4.06
export IMPL_crit_type="in -> out"
export IMPL_mux_area_share_pct=7.76
export IMPL_p_sw_mw=0.660
export IMPL_rsz0062_at_grt="false"
export IMPL_reg2reg_setup_slack_ns=4.10
export IMPL_syn_avg_cell_area_um2=9.13
export IMPL_worst_path_max_delay_cell="clkdlybuf4s50_1"
export IMPL_status="complete, no violations"
export IMPL_yosysWarnings=4
export IMPL_yosys_area_um2=12300
export IMPL_r2r_start="skidbuffer.held_vld$_SDFFE_PP0P_"
export IMPL_reg2reg_to="int_enable[0][13]$_DFFE_PP_"
export IMPL_powerDensity_nw_per_um2=174
export IMPL_grt_pass1_vias=11100
export IMPL_clock_sinks=208
export IMPL_drv_cap=0
export IMPL_top_logic_kind="simple AND/OR/NAND/NOR gates"
export IMPL_worstMarginPinSlew_ns=0.931
export IMPL_slew_limit_headroom_pct=37.5
export IMPL_cts_made_buffers=24
export IMPL_start_kind="input pin"
export IMPL_fp_row_count=63
export IMPL_crit_fanout=3
export IMPL_yosysTopAreaCellShare_pct=35.8
export IMPL_dp_hpwl_um=39200
export IMPL_top_area_cell="edfxtp_1"
export IMPL_antenna_found_initial=1
export IMPL_syn_to_final_growth_pct=20.8
export IMPL_skew_ns=0.0210
export IMPL_drive_gt1_share_pct=11.5
export IMPL_p_clk_share_pct=41.9
export IMPL_edf_count=147
export IMPL_core_um2=30000
export IMPL_layout_min_cycle_time_ns=5.70
export IMPL_fp_util_pct=41.2
export IMPL_setup_viol=0
export IMPL_finalHoldWorstSlack_ns=0.449
export IMPL_top_cells_by_count="nand2_1 (319), edfxtp_1 (147), a21oi_1 (139)"
export IMPL_setup_tns_final_ns=0
export IMPL_hold_violations=0
export IMPL_ys_ff=208
export IMPL_first_iter_violations=1076
export IMPL_ios=159
export IMPL_drc=0
export IMPL_hold_start="skidbuffer.held_data[59]$_SDFFE_PP0P_"
export IMPL_power_internal_mw=1.94
export IMPL_ctsResizeCount=0
export IMPL_ys_cells=1351
export IMPL_warning_count=42
export IMPL_ant_nets=0
export IMPL_aoi_share_pct=20.3
export IMPL_critical_path_top_delay_family="buffers and inverters"
export IMPL_fmaxAchievable_mhz=176
export IMPL_synth_cell_types=89
export IMPL_ys_flop_type="edfxtp_1"
export IMPL_p_leak_nw=5.17
export IMPL_r2r_cells=10
export IMPL_postCtsSetupRepairBufs=0
export IMPL_seqPwrFrac_pct=44.5
export IMPL_via_per_inst=6.17
export IMPL_critPathMaxStageDelay_ns=0.51
export IMPL_insertion_delay_ns=0.55
export IMPL_cts_tree="done"
[registers in the layout, summed over array words and instances (netlist names)]
register / flops
int_enable: 62
skidbuffer.held_data: 59
plic_d_data: 32
source_priority: 32
claim: 10
plic_d_size: 4
plic_d_source: 4
priority_threshold: 2
plic_d_opcode: 1
plic_d_valid: 1
skidbuffer.held_vld: 1
[area by class of cell]
| type | instances | area (um^2) |
|---|---|---|
| clock inverter | 15 | 165 |
| inverter | 14 | 52.6 |
| fill | 2791 | 15000 |
| tap | 390 | 488 |
| multi-input combinational | 1050 | 6300 |
| clock buffer | 29 | 641 |
| timing repair buffer | 172 | 1630 |
| sequential | 208 | 5640 |
[cells by family (layout without fill, tap and decap cells)]
| logic type | after synthesis | in the layout |
|---|---|---|
| adders and majority gates | 5 | 5 |
| AOI/OAI and AO/OA | 379 | 379 |
| muxes | 86 | 86 |
| other | 1 | 6 |
| buffers and inverters | 98 | 230 |
| and+or+nand+nor | 571 | 571 |
| DFF | 208 | 208 |
| xor gates and xnor gates | 3 | 3 |
[layout by cell type, fill, tap and decap left out, types with 13 or more instances in the layout]
| master | netlist | routed |
|---|---|---|
| o211ai_1 | 24 | 24 |
| nor2_1 | 71 | 68 |
| mux2_2 | 51 | 51 |
| mux2i_1 | 31 | 29 |
| nand2_1 | 319 | 319 |
| a21oi_1 | 139 | 139 |
| a32oi_1 | 17 | 17 |
| a22oi_1 | 19 | 19 |
| nor3_1 | 19 | 18 |
| clkdlybuf4s50_1 | 0 | 137 |
| edfxtp_1 | 147 | 147 |
| dfxtp_1 | 61 | 60 |
| nand3_1 | 39 | 38 |
| buf_4 | 14 | 34 |
| clkbuf_16 | 0 | 25 |
| a211oi_1 | 13 | 13 |
| a31oi_1 | 21 | 21 |
| o22ai_1 | 13 | 13 |
| inv_1 | 13 | 13 |
| o21ai_0 | 44 | 43 |
[how the worst min path moves through the flow]
| stage | slack (ns) | endpoint | cells after the start |
|---|---|---|---|
| CTS | 0.45 | skidbuffer.held_data[59]$_SDFFE_PP0P_ | 2 |
| global route | 0.47 | skidbuffer.held_data[59]$_SDFFE_PP0P_ | 2 |
| finish | 0.45 | skidbuffer.held_data[59]$_SDFFE_PP0P_ | 2 |
[power by group through the flow]
stage                 Clock [mW]  Combinational (mW)  Sequential [mW]
after CTS                   1.11               0.344             1.16
after global routing        1.15               0.378             1.16
final                       1.09               0.351             1.16
[metal layers]
metal | routed length, um | share of wire (%) | GRT usage [%] | vias to the layer above
li1 | - | - | - | 5289
met2 | 21800 | 42 | 48.8 | 615
met5 | 13 | 0.025 | 0 | -
met3 | 5920 | 11 | 14.1 | 122
met1 | 21900 | 42 | 50.8 | 5567
met4 | 2070 | 4.0 | 10.8 | 2
[worst min-delay path, cell delays in order, from the launching register on]
cell and delay [ns]:
dfxtp_1 0.30, nand2_1 0.05, a21oi_1 0.05
[per-stage QoR]
step	setup slack [ns]	total power, mW	util (%)	instances	instance area [um^2]
finish	2.50	2.60	49.8	1878	14900
global route	2.45	2.69	49.8	1878	14900
CTS	2.56	2.61	49.8	1878	14900
detailed placement	2.58	1.52	47.1	1834	14100
global placement	2.54	1.52	47.1	1834	14100
floorplan	2.99	1.36	-	1356	12400
No activity file was given, so power comes from the tool's default toggle rates.
