File: flow/design.v
module openPolarisDMA
#(
    parameter NoC = 1,  
    parameter TL_RS = 4
)
(
    input   wire logic                      dma_clock_i,
    input   wire logic                      dma_reset_i,
    input   wire logic [2:0]                dma_a_opcode,
    input   wire logic [2:0]                dma_a_param,
    input   wire logic [3:0]                dma_a_size,
    input   wire logic [TL_RS-1:0]          dma_a_source,
    input   wire logic [$clog2(NoC*('h80))-1:0]   dma_a_address,
    input   wire logic [3:0]                dma_a_mask,
    input   wire logic [31:0]               dma_a_data,
    input   wire logic                      dma_a_corrupt,
    input   wire logic                      dma_a_valid,
    output  wire logic                      dma_a_ready,
    output  wire logic [2:0]                dma_d_opcode,
    output  wire logic [1:0]                dma_d_param,
    output  wire logic [3:0]                dma_d_size,
    output  wire logic [TL_RS-1:0]          dma_d_source,
    output  wire logic                      dma_d_denied,
    output  wire logic [31:0]               dma_d_data,
    output  wire logic                      dma_d_corrupt,
    output  wire logic                      dma_d_valid,
    input   wire logic                      dma_d_ready,
    output       logic [(3*NoC)-1:0]        sa_opcode ,
    output       logic [(3*NoC)-1:0]        sa_param ,
    output       logic [(4*NoC)-1:0]    sa_size ,
    output       logic [(TL_RS*NoC)-1:0]    sa_source ,
    output       logic [(32*NoC)-1:0]    sa_address ,
    output       logic [NoC*(4)-1:0] sa_mask ,
    output       logic [(32*NoC)-1:0] sa_data ,
    output       logic [NoC-1:0]            sa_corrupt ,
    output       logic [NoC-1:0]            sa_valid ,
    input   wire logic [NoC-1:0]            sa_ready ,
    input   wire logic [(3*NoC)-1:0]        sd_opcode,
    input   wire logic [(2*NoC)-1:0]        sd_param,
    input   wire logic [(4*NoC)-1:0]    sd_size,
    input   wire logic [(TL_RS*NoC)-1:0]    sd_source,
    input   wire logic [NoC-1:0]            sd_denied,
    input   wire logic [(32*NoC)-1:0] sd_data,
    input   wire logic [NoC-1:0]            sd_corrupt,
    input   wire logic [NoC-1:0]            sd_valid,
    output  wire logic [NoC-1:0]            sd_ready,
    output  wire logic [NoC-1:0]        irq_cmp_o,
    output  wire logic [NoC-1:0]        irq_err_o
);
    localparam channelGen = $clog2(NoC)==0 ? 1 : $clog2(NoC);
    wire dma_busy;
    wire [TL_RS-1:0] working_source;
    wire [3:0] working_size;
    wire [31:0] working_data;
    wire [3:0] working_mask;
    wire [2:0] working_opcode;
    wire [$clog2(NoC*('h80))-1:0] working_address;
    wire working_valid;
    skdbf #(TL_RS+4+39+$clog2(NoC*('h80))) skidbuffer (dma_clock_i, dma_reset_i, ~dma_d_ready, {
        working_source,
        working_size,
        working_data,
        working_mask,
        working_opcode,
        working_address
    }, working_valid, dma_busy, {
        dma_a_source, dma_a_size, dma_a_data, dma_a_mask, dma_a_opcode, dma_a_address
    }, dma_a_valid);
    assign dma_a_ready = ~dma_busy;
    reg [5:0] dmactrl [0:NoC-1];  
    reg [31:0] dmasrc [0:NoC-1];
    reg [31:0] dmadest [0:NoC-1];
    reg [31:0] dmasize [0:NoC-1];
    wire [channelGen-1:0] referenced_core;
    generate if (NoC<2) begin
        assign referenced_core = 0;
    end else begin
        assign referenced_core = working_address[$clog2(NoC*('h80))-1:$clog2(('h80))];
    end
    endgenerate
    wire [NoC-1:0] start;
    wire [NoC-1:0] busy;
    wire [NoC-1:0] done;
    wire [NoC-1:0] err;
    for (genvar i = 0; i < NoC; i++) begin : generateDMACores
        openPolarisDMACore core (dma_clock_i, start[i], dmasrc[i],
        dmadest[i], dmasize[i], dmactrl[i][3:2], dmactrl[i][4], dmactrl[i][5], busy[i], done[i], err[i],
        sa_opcode[3*(i+1)-1:3*i], sa_param[3*(i+1)-1:3*i], sa_size[4*(i+1)-1:4*i], sa_address[32*(i+1)-1:32*i], 
        sa_mask[4*(i+1)-1:4*i], sa_data[32*(i+1)-1:32*i], sa_corrupt[i], sa_valid[i], sa_ready[i],
        sd_opcode[3*(i+1)-1:3*i], sd_param[2*(i+1)-1:2*i], sd_size[4*(i+1)-1:4*i], 
        sd_denied[i], sd_data[32*(i+1)-1:32*i], sd_corrupt[i], sd_valid[i], sd_ready[i]
        );
        assign sa_source[TL_RS*(i+1)-1:TL_RS*i] = 0;
    end
    always_ff @(posedge dma_clock_i) begin
        if (dma_d_ready&working_valid&(working_address[$clog2('h80)-1:0]=='h04)&(working_opcode==3'd0)) begin
            dmasrc[referenced_core] <= working_data;
        end
        if (dma_d_ready&working_valid&(working_address[$clog2('h80)-1:0]=='h08)&(working_opcode==3'd0)) begin
            dmadest[referenced_core] <= working_data;
        end
        if (dma_d_ready&working_valid&(working_address[$clog2('h80)-1:0]=='h0C)&(working_opcode==3'd0)) begin
            dmasize[referenced_core] <= working_data;
        end
        if (dma_d_ready&working_valid&(working_address[$clog2('h80)-1:0]=='h00)&(working_opcode==3'd0)) begin
            dmactrl[referenced_core][5:1] <= working_data[5:1];
        end
    end
    for (genvar i = 0; i < NoC; i++) begin: produceDoneLogicandIntLogic
        always_ff @(posedge dma_clock_i) begin
            if (dma_d_ready&working_valid&(working_address[$clog2('h80)-1:0]=='h00)&(working_opcode==3'd0)&(referenced_core==i)) begin
                dmactrl[i][0] <= 0; 
            end else begin
                dmactrl[i][0] <= done[i];
            end
        end
        assign irq_cmp_o[i] = dmactrl[i][1]&dmactrl[i][0];
        assign irq_err_o[i] = err[i]&dmactrl[i][0];
    end
    for (genvar i = 0; i < NoC; i++) begin: generateStartCondition
        assign start[i] = (referenced_core==i)&&dma_d_ready&&working_valid&&(working_opcode==3'd0)&&(working_address[$clog2('h80)-1:0]=='h14);
    end
    always_ff @(posedge dma_clock_i) begin
        if (dma_reset_i) begin
            dma_d_valid <= 0;
        end else if (working_valid&dma_d_ready) begin
            dma_d_valid <= 1;
            dma_d_source <= working_source;
            dma_d_size <= working_size;
            dma_d_corrupt <= 0;
            dma_d_opcode <= {2'b00, (working_opcode==3'd4)};
            dma_d_param <= 0;
            case (working_address[$clog2('h80)-1:0])
                'h00: begin
                    dma_d_data <= {24'h0, busy[referenced_core], err[referenced_core], dmactrl[referenced_core]};
                    dma_d_denied <= 1'b0;
                end
                'h04: begin
                    dma_d_data <= dmasrc[referenced_core];
                    dma_d_denied <= 1'b0;
                end
                'h08: begin
                    dma_d_data <= dmadest[referenced_core];
                    dma_d_denied <= 1'b0;
                end
                'h0C: begin
                    dma_d_data <= dmasize[referenced_core];
                    dma_d_denied <= 1'b0;
                end
                'h10: begin
                    dma_d_data <= {31'h0, busy[referenced_core]};
                    dma_d_denied <= 1'b0;
                end
                'h14: begin
                    dma_d_data <= 0;
                    dma_d_denied <= 1'b0;
                end
                default: begin
                    dma_d_denied <= 1;
                end
            endcase
        end else if (!working_valid&dma_d_ready) begin
            dma_d_valid <= 0;
        end
    end
endmodule
module openPolarisDMACore (
    input   wire logic                          dmac_clock_i,
    input   wire logic                          dmac_tx_i,
    input   wire logic [31:0]                   dmac_source_address_i,
    input   wire logic [31:0]                   dmac_dest_address_i,
    input   wire logic [31:0]                   dmac_bytes_tx_i,
    input   wire logic [1:0]                    dmac_max_size_i,
    input   wire logic                          dmac_source_stationary_i,
    input   wire logic                          dmac_dest_stationary_i,
    output  wire logic                          dmac_busy_o,
    output       logic                          dmac_done_o,
    output       logic                          dmac_err_o,
    output       logic [2:0]                    dma_a_opcode,
    output       logic [2:0]                    dma_a_param,
    output       logic [3:0]                    dma_a_size,
    output       logic [31:0]                   dma_a_address,
    output       logic [3:0]                    dma_a_mask,
    output       logic [31:0]                   dma_a_data,
    output       logic                          dma_a_corrupt,
    output       logic                          dma_a_valid,
    input   wire logic                          dma_a_ready,
    input   wire logic [2:0]                    dma_d_opcode,
    input   wire logic [1:0]                    dma_d_param,
    input   wire logic [3:0]                    dma_d_size,
    input   wire logic                          dma_d_denied,
    input   wire logic [31:0]                   dma_d_data,
    input   wire logic                          dma_d_corrupt,
    input   wire logic                          dma_d_valid,
    output  wire logic                          dma_d_ready
);
    assign dma_d_ready = 1;
    reg [31:0] bytesRemaining = 0;
    reg [31:0] nxtSource = 0;
    reg [31:0] nxtDest = 0;
    localparam dma_idle = 2'd0;
    localparam dma_read = 2'd1;
    localparam dma_write = 2'd2;
    localparam dma_await = 2'd3;
    reg [1:0] dma_state = dma_idle;
    wire max_is_1 = nxtDest[0]|nxtSource[0]|bytesRemaining[0]|(dmac_max_size_i==2'd0);
    wire max_is_2 = nxtDest[1]|nxtSource[1]|bytesRemaining[1]|(dmac_max_size_i==2'd1);
    assign dmac_busy_o = dma_state != dma_idle;
    always_ff @(posedge dmac_clock_i) begin
        case (dma_state)
            dma_idle: begin
                if (dmac_tx_i) begin
                    bytesRemaining <= dmac_bytes_tx_i;
                    nxtSource <= dmac_source_address_i;
                    nxtDest <= dmac_dest_address_i;
                    dma_state <= dma_read;
                end else begin
                    dmac_done_o <= 0;
                    dmac_err_o <= 0;
                end
            end
            dma_read: begin
                dma_a_address <= nxtSource;
                dma_a_corrupt <= 0;
                dma_a_param <= 0;
                dma_a_opcode <= 3'd4;
                dma_a_mask <= 0;
                dma_a_size <= max_is_1 ? 4'd0 : max_is_2 ? 4'd1 : 4'd2;
                dma_a_valid <= 1;
                dma_state <= dma_write;
            end
            dma_write: begin
                dma_a_valid <= dma_a_ready ? 1'b0 : dma_a_valid;
                if (dma_d_valid) begin
                    if (dma_d_denied|dma_d_corrupt) begin
                        dmac_err_o <= 1;
                        dmac_done_o <= 1;
                        dma_state <= dma_idle;
                    end else begin
                        dma_a_data <= dma_d_data;
                        dma_a_address <= nxtDest;
                        dma_a_corrupt <= 0;
                        dma_a_param <= 0;
                        dma_a_opcode <= 3'd0;
                        dma_a_mask <= 4'hF;
                        dma_a_size <= max_is_1 ? 4'd0 : max_is_2 ? 4'd1 : 4'd2;
                        dma_a_valid <= 1;
                        nxtSource <= dmac_source_stationary_i ? nxtSource : nxtSource + (max_is_1 ? 32'd1 : max_is_2 ? 32'd2 : 32'd4);
                        nxtDest <= dmac_dest_stationary_i ? nxtDest : nxtDest + (max_is_1 ? 32'd1 : max_is_2 ? 32'd2 : 32'd4);
                        bytesRemaining <= bytesRemaining - (max_is_1 ? 32'd1 : max_is_2 ? 32'd2 : 32'd4);
                        dma_state <= dma_await;
                    end
                end
            end
            dma_await: begin
                dma_a_valid <= dma_a_ready ? 1'b0 : dma_a_valid;
                if (dma_d_valid) begin
                    if (dma_d_denied|dma_d_corrupt|(bytesRemaining==0)) begin
                        dmac_err_o <= dma_d_denied|dma_d_corrupt;
                        dmac_done_o <= 1;
                        dma_state <= dma_idle;
                    end else begin
                        dma_state <= dma_read;
                    end
                end
            end
        endcase
    end
endmodule
module skdbf #(parameter DW = 8) (
    input   wire logic          clk_i,
    input   wire logic          reset_i,
    input   wire logic          combinational_busy_i,
    output  wire logic [DW-1:0] cycle_data_o,
    output  wire logic          cycle_vld_o,
    output       logic          registered_busy_o,
    input   wire logic [DW-1:0] registered_data_i,
    input   wire logic          registered_vld_i 
);
    reg [DW-1:0] held_data;
    reg held_vld;
    initial held_data = 0;
    initial held_vld = 0;
    assign cycle_data_o = held_vld ? held_data : registered_data_i;
    assign cycle_vld_o = held_vld ? 1'b1 : registered_vld_i;
    wire hold_data;
    assign hold_data = combinational_busy_i & !registered_busy_o & cycle_vld_o & registered_vld_i;
    assign registered_busy_o = held_vld;
    always_ff @(posedge clk_i) begin
        if (reset_i) begin
            held_vld <= 1'b0;
            held_data <= 0;
        end else if (hold_data) begin
            held_data <= registered_data_i;
            held_vld <= 1'b1;
        end else if (!combinational_busy_i) begin
            held_vld <= 1'b0;
        end
    end 
endmodule
File: flow/run.sh
#!/bin/bash
# OpenROAD 26Q1-2900-gdf79404cd8, Yosys 0.63+post, stock flow scripts
make -C /OpenROAD-flow-scripts/flow DESIGN_CONFIG=/design/flow/config.mk WORK_HOME=/design/flow/orfs finish
File: flow/config.mk
export PLATFORM = sky130hd
export DESIGN_NAME = openPolarisDMA
export DESIGN_NICKNAME = openPolarisDMA
export VERILOG_FILES = /design/flow/design.v
export SDC_FILE = /design/flow/constraint.sdc
export NUM_CORES = 4
export LEC_CHECK = 1
export CORE_UTILIZATION = 30
File: flow/constraint.sdc
current_design openPolarisDMA

set clk_period 11.5
set clk_io_pct 0.2

create_clock -name clk0 -period $clk_period [get_ports {dma_clock_i}]

set non_clock_inputs [all_inputs -no_clocks]
set_input_delay [expr $clk_period * $clk_io_pct] -clock clk0 $non_clock_inputs
set_output_delay [expr $clk_period * $clk_io_pct] -clock clk0 [all_outputs]
==> run_results.csv <==
group,metric,value,unit
clock_network,ctsResizeCount,0,
power_and_ir_drop,p_sw,950.5,µW
place,dpl_cell_area,19010,µm²
timing,holdWs,0.4508,ns
clock_network,clock_sinks,365,
flow_run,drv_cap,0,
power_and_ir_drop,max-vdd-ir-drop,96.59,µV
clock_network,clock_latency,0.59,ns
clock_network,cts-root-buf,"clkbuf_16",
worst_setup_path,critPathLaunchType,"input pin",
timing,max_freq,204.8,MHz
layout,syn2layout_area_growth,25.48,%
global_routing,grt_pass1_vias,11380,
detailed_routing,wl_per_cell,18.15,µm
worst_setup_path,r2r-start,"generateDMACores[0].core.nxtSource[0]",
worst_setup_path,worst_path_largest_cell_delay,0.56,ns
layout,drive_gt1_share,9.186,%
hold_path,hold_start,"skidbuffer.held_data[43]",
power_and_ir_drop,switching_share,26.59,%
timing,tns,0,ns
synthesis,syn_inst,1394,
global_routing,antenna_found_initial,1,
synthesis,syn_area,16230,µm²
synthesis,ys_warn_count,45,
worst_setup_path,crit_path_max_fanout,33,
worst_setup_path,worstRegToRegCells,10,
power_and_ir_drop,p_comb_share,17.0,%
global_routing,grt_use_total,15.94,%
power_and_ir_drop,totalPowerFinal,3.574,mW
synthesis,edf_count,312,
synthesis,yosys_most_used_dff,"edfxtp_1",
timing,tightestPinTransition,0.8098,ns
synthesis,avgSynthCellArea,11.64,µm²
clock_network,cts_made_buffers,43,
place,gp_congestion,0.9084,
power_and_ir_drop,internal_power,2.624,mW
die,core_area,52970,µm²
worst_setup_path,cpMostUsedCell,"buf_4",
timing,slew_headroom,45.52,%
global_routing,grt.overflow.total,0,
synthesis,yosys-stat-area,16230,µm²
timing,skew,0.03528,ns
synthesis,synthTopCellsByArea,"edfxtp_1, nand2_1, dfxtp_1",
layout,final_common_cell,"edfxtp_1",
clock_network,cts_max_path_buffers,3,
hold_path,hold_end,"skidbuffer.held_data[43]",
detailed_routing,drt.antenna.violating_nets,0,
synthesis,ys_seq_share,64.26,%
detailed_routing,drtIter0Drc,945,
worst_setup_path,slowest_stage,"clkdlybuf4s50_1",
global_routing,grt_pass1_wl,64750,µm
synthesis,yosys_cells,1394,
die,initial_core_util,30.64,%
die,die_area,55040,µm²
global_routing,grt_start_max_net_pins,84,
die,core.rowCount,84,
detailed_routing,vias,11360,
clock_network,post-cts-setup-buffers,0,
layout,design_area,20370,µm²
synthesis,ys.flops,365,
worst_setup_path,cp_cell_sequence,"clkdlybuf4s50_1 -> or3b_2 -> a222oi_1 -> nor2b_2 -> buf_4 -> inv_1 -> nor2_2 -> buf_4",
hold_path,holdPathStages,2,
clock_network,clk_pin_slew_worst_paths,0.05,ns
hold_path,hold_class,"register to register",
layout,lay_top_cells,"edfxtp_1, nand2_1, clkdlybuf4s50_1, o21ai_0, a21oi_1",
power_and_ir_drop,power_frac_seq,46.4,%
power_and_ir_drop,power_frac_clock,36.6,%
clock_network,cts_hold_buf,0,
die,die_x,234.6,µm
synthesis,ys_types,54,
place,post-dp-hpwl,28400,µm
detailed_routing,viasPerCell,4.917,
synthesis,async_reset_ff_share,0,%
detailed_routing,dr.pass1.iters,5,
timing,rsz0062_at_grt,"no",
worst_setup_path,end_kind,"register",
die,die_h,234.6,µm
worst_setup_path,cp.arrival,5.08,ns
timing,setup_viol_count_final,0,
power_and_ir_drop,cellLeakagePower,6.993,nW
worst_setup_path,path_buffers,4,
synthesis,yosysTopAreaCell,"edfxtp_1",
clock_network,ctsHtreeMaxLevel,2,
flow_run,log.warning_count,46,
die,io_pins,247,
worst_setup_path,path_delay_family,"buffers and inverters",
timing,hold_viol,0,
worst_setup_path,crit_type,"input pin to register",
worst_setup_path,r2r_end,"generateDMACores[0].core.bytesRemaining[29]",
timing,post-route-period-util,42.45,%
place,numPortBuffers,207,
clock_network,cts_tree,"done",
timing,report.final.slew_viol_count,0,
worst_setup_path,r2r_slack,7.60,ns
outcome,status,"complete, no violations",
power_and_ir_drop,powerDensity,175.5,nW/µm²
detailed_routing,wl,41950,µm
detailed_routing,drcViolationCount,0,
timing,fin_crit,4.882,ns
synthesis,synth.top_cell.area_share,57.72,%
worst_setup_path,worstPathRequired,11.70,ns
-- cells in the mapped netlist (all sizes together) (4+ instances only) --
cell type / n
edfxtp: 312
a21oi: 65
xnor2: 53
o21ai: 91
buf: 40
a21o: 7
nand2b: 6
and3: 9
a31oi: 15
xor2: 23
inv: 40
nand2: 299
or3: 18
and4: 7
nor2b: 8
nor4: 27
nand3: 27
nand4: 18
nor4b: 7
nor2: 44
nor3: 30
and2: 6
o31ai: 8
ha: 9
or4: 12
mux2: 40
or3b: 4
dfxtp: 53
a222oi: 30
clkbuf: 57
-- power groups by stage --
| stage | clock, mW | combinational, mW | sequential, mW |
|---|---|---|---|
| after CTS | 1.35 | 0.619 | 1.66 |
| after global routing | 1.39 | 0.686 | 1.67 |
| final | 1.31 | 0.609 | 1.66 |
-- flip-flops by register name, indices dropped and copies added, names as in the netlist --
signal                                flops
dma_d_data                               32
dma_d_denied                              1
dma_d_opcode                              1
dma_d_size                                4
dma_d_source                              4
dma_d_valid                               1
dmactrl                                   6
dmadest                                  32
dmasize                                  32
dmasrc                                   32
generateDMACores.core.bytesRemaining     32
generateDMACores.core.dma_a_address      32
generateDMACores.core.dma_a_data         32
generateDMACores.core.dma_a_mask          1
generateDMACores.core.dma_a_opcode        1
generateDMACores.core.dma_a_size          2
generateDMACores.core.dma_a_valid         1
generateDMACores.core.dma_state           2
generateDMACores.core.dmac_done_o         1
generateDMACores.core.dmac_err_o          1
generateDMACores.core.nxtDest            32
generateDMACores.core.nxtSource          32
skidbuffer.held_data                     50
skidbuffer.held_vld                       1
-- worst register-to-register path: stages, from the launching register on --
cell and delay (ns):
edfxtp_1 0.41, nor3_1 0.30, o21ai_0 0.34, a21oi_1 0.55, inv_1 0.20, ha_1 0.32, nor2b_1 0.13, o21a_1 0.32
or3_1 0.54, or4_1 0.51, a31oi_1 0.16
-- cell families (layout without fill, tap and decap cells) --
family | count (synthesis) | in the layout | share of synthesized area, %
and+or+nand+nor | 527 | 527 | 15.12
DFF | 365 | 365 | 64.26
AOI/OAI and AO/OA | 231 | 231 | 8.695
adders and majority gates | 12 | 12 | 1.064
muxes | 43 | 43 | 2.960
xor gates and xnor gates | 76 | 76 | 4.101
other | 2 | 19 | 0.04627
buffers and inverters | 138 | 350 | 3.762
-- layout make-up --
type / count / area, µm²
fill: 5013 / 32600
sequential: 365 / 10430
multi-input combinational: 907 / 5309
timing repair buffer: 232 / 2255
clock buffer: 53 / 1124
tap: 688 / 860.8
clock inverter: 24 / 232.7
inverter: 41 / 153.9
antenna: 1 / 2.502
-- how the worst max path moves through the flow --
stage / cells after the start / endpoint / from
5_1_grt: 8 / dmasize[0][0] / dma_a_address[2]
4_1_cts: 8 / dmasize[0][0] / dma_a_address[2]
6_report: 8 / dmasize[0][0] / dma_a_address[2]
-- layer usage --
layer	GRT usage (%)	vias to the layer above	share of wire [%]
li1	-	5463	-
met4	3.090	0	2.2
met5	0	-	0
met3	7.538	72	11
met1	23.46	5367	44
met2	22.53	461	43
-- per-stage QoR --
stage / util [%] / instances / setup slack (ns)
after global routing: 38.45 / 2310 / 6.551
final: 38.45 / 2311 / 6.618
after floorplan: - / 1410 / 4.856
after global placement: 35.89 / 2233 / 6.076
after detailed placement: 35.89 / 2233 / 6.105
after CTS: 38.45 / 2310 / 6.693
Power is estimated from default activity; no workload was simulated.
