[design/flow/design.v]
module openPolarisCLINT #(
    parameter TL_RS = 4
    ) (
    input   wire logic                          clint_clock_i,
    input   wire logic                          clint_reset_i,
    input   wire logic [2:0]                    clint_a_opcode,
    input   wire logic [2:0]                    clint_a_param,
    input   wire logic [3:0]                    clint_a_size,
    input   wire logic [TL_RS-1:0]              clint_a_source,
    input   wire logic [15:0]                   clint_a_address,
    input   wire logic [3:0]                    clint_a_mask,
    input   wire logic [31:0]                   clint_a_data,
    input   wire logic                          clint_a_corrupt,
    input   wire logic                          clint_a_valid,
    output  wire logic                          clint_a_ready,
    output       logic [2:0]                    clint_d_opcode,
    output       logic [1:0]                    clint_d_param,
    output       logic [3:0]                    clint_d_size,
    output       logic [TL_RS-1:0]              clint_d_source,
    output       logic                          clint_d_denied,
    output       logic [31:0]                   clint_d_data,
    output       logic                          clint_d_corrupt,
    output       logic                          clint_d_valid,
    input   wire logic                          clint_d_ready,
    output  wire logic                          msip_o,
    output  wire logic                          mtip_o          
);
    wire clint_busy;
    wire [TL_RS-1:0] working_source;
    wire [3:0] working_size;
    wire [31:0] working_data;
    wire [3:0] working_mask;
    wire [2:0] working_opcode;
    wire [15:0] working_address;
    wire [2:0] working_param;
    wire working_valid;
    skdbf #(TL_RS+4+39+17+2) skidbuffer (clint_clock_i, clint_reset_i, ~clint_d_ready, {
        working_source,
        working_size,
        working_data,
        working_mask,
        working_opcode,
        working_param,
        working_address
    }, working_valid, clint_busy, {
        clint_a_source, clint_a_size, clint_a_data, clint_a_mask, clint_a_opcode, clint_a_param, clint_a_address
    }, clint_a_valid);
    assign clint_a_ready = ~clint_busy;
    localparam CSR_MTIMEL =     16'hBFF8;
    localparam CSR_MTIMEH =     16'hBFFC;
    reg msip_r = 0;
    reg [31:0] mtimecmpl = 0;
    reg [31:0] mtimecmph = 0;
    reg [63:0] mtime = 0;
    always_ff @(posedge clint_clock_i) begin
        if (clint_reset_i) begin
            mtime <= 64'h0000000000000000;
        end
        else if (working_valid&clint_d_ready&(
            working_opcode==0
            ||working_opcode==1
            )&(working_address==16'hBFF8||working_address==16'hBFFC)) begin
            mtime[31:0] <= working_address==16'hBFF8 ? write_value_machine : mtime[31:0];
            mtime[63:32] <= working_address==16'hBFFC ? write_value_machine : mtime[63:32];
        end else begin
            mtime <= mtime + 1'b1;
        end
    end
    wire msip_accessed = working_address < 16'h4000;
    logic [31:0] read_machine;
    always_comb begin
        case (working_address)
            CSR_MTIMEL:             read_machine = mtime[31:0];
            CSR_MTIMEH:             read_machine = mtime[63:32];
            default: begin
                if (msip_accessed) begin
                    read_machine = {31'h00000000, msip_r};
                end else begin
                    read_machine = working_address[2] ? mtimecmph : mtimecmpl;
                end
            end
        endcase
    end
    logic [31:0] write_value_machine;
    always_comb begin
        case (working_opcode)
            3'd0:   begin
                write_value_machine = working_data;
            end
            3'd3:   begin
                if (working_param==3'd0) begin
                    write_value_machine = read_machine^working_data;
                end else if (working_param==3'd1) begin
                    write_value_machine = read_machine|working_data;
                end else if (working_param==3'd2) begin
                    write_value_machine = read_machine&working_data;
                end
                else begin
                    write_value_machine = working_data;
                end
            end                
            default: begin
                write_value_machine = 32'h00000000;
            end
        endcase
    end
    always_ff @(posedge clint_clock_i) begin
        if (working_valid&clint_d_ready&(            
            working_opcode==0
            ||working_opcode==1)) begin
                if (msip_accessed) begin
                    msip_r <= write_value_machine[0];
                end else if (working_address<16'hBFF8) begin
                    mtimecmph <= working_address[3] ? write_value_machine : mtimecmph;
                    mtimecmpl <= !working_address[3] ? write_value_machine : mtimecmpl;
                end
        end
    end
    always_ff @(posedge clint_clock_i) begin
        if (working_valid&clint_d_ready) begin
            clint_d_data <= read_machine;
            clint_d_opcode <= {2'b00, working_opcode==4};
            clint_d_size <= working_size;
            clint_d_source <= working_source;
            clint_d_param <= 2'b0;
            clint_d_denied <= 0;
            clint_d_corrupt <= 1'b0;
            clint_d_valid <= 1'b1;
        end
        else if (!working_valid&clint_d_ready) begin
            clint_d_valid <= 1'b0;
        end
    end
    assign msip_o = msip_r;
    reg mtip_r = 0;
    always_ff @(posedge clint_clock_i) begin
        mtip_r <= mtime >= {mtimecmph, mtimecmpl};
    end
    assign mtip_o = mtip_r;
endmodule
module skdbf #(parameter DW = 8) (
    input   wire logic          clk_i,
    input   wire logic          reset_i,
    input   wire logic          combinational_busy_i,
    output  wire logic [DW-1:0] cycle_data_o,
    output  wire logic          cycle_vld_o,
    output       logic          registered_busy_o,
    input   wire logic [DW-1:0] registered_data_i,
    input   wire logic          registered_vld_i 
);
    reg [DW-1:0] held_data;
    reg held_vld;
    initial held_data = 0;
    initial held_vld = 0;
    assign cycle_data_o = held_vld ? held_data : registered_data_i;
    assign cycle_vld_o = held_vld ? 1'b1 : registered_vld_i;
    wire hold_data;
    assign hold_data = combinational_busy_i & !registered_busy_o & cycle_vld_o & registered_vld_i;
    assign registered_busy_o = held_vld;
    always_ff @(posedge clk_i) begin
        if (reset_i) begin
            held_vld <= 1'b0;
            held_data <= 0;
        end else if (hold_data) begin
            held_data <= registered_data_i;
            held_vld <= 1'b1;
        end else if (!combinational_busy_i) begin
            held_vld <= 1'b0;
        end
    end 
endmodule
[design/flow/run.sh]
#!/bin/bash
# OpenROAD 26Q1-2900-gdf79404cd8, Yosys 0.63+post, stock flow scripts
make -C /OpenROAD-flow-scripts/flow DESIGN_CONFIG=/design/flow/config.mk WORK_HOME=/design/flow/orfs finish
[design/flow/config.mk]
export PLATFORM = sky130hd
export DESIGN_NAME = openPolarisCLINT
export DESIGN_NICKNAME = openPolarisCLINT
export VERILOG_FILES = /design/flow/design.v
export SDC_FILE = /design/flow/constraint.sdc
export NUM_CORES = 4
export LEC_CHECK = 1
export CORE_UTILIZATION = 40
[design/flow/constraint.sdc]
current_design openPolarisCLINT

set clk_period 9.9
set clk_io_pct 0.2

create_clock -name clk0 -period $clk_period [get_ports {clint_clock_i}]

set non_clock_inputs [all_inputs -no_clocks]
set_input_delay [expr $clk_period * $clk_io_pct] -clock clk0 $non_clock_inputs
set_output_delay [expr $clk_period * $clk_io_pct] -clock clk0 [all_outputs]
==> deck_impl_summary.md <==
Flow Results at a Glance

Logic synthesis
  • Synth flops: ~240
  • Syn Std Cell Area: between 0.015 and 0.02 sq mm
  • Register area share after synthesis: roughly 38%
  • Avg Cell Area, Syn: 8.54 sq um
  • Unique cell types: ~86
  • Mapped Cells: 1797
  • Post-synth EDFFs: approximately 110
  • Chip area in the Yosys report: 0.0154 sq mm
  • Dominant flop cell: dfxtp_1
  • Synthesis warning total: 2
  • Async SR Flop Fraction: 0%
  • Ys cells: around 1800

Critical path
  • Critical Path RT: 10.37 ns
  • Slowest library cell on the worst path: o22ai_1
  • Worst Path Max Fanout: just under 70
  • Slowest stage delay, CP: about 0.74 ns
  • CP startpoint kind: primary input
  • CP arrival: ~6.2 ns
  • CP startpoint: clint_a_address[14]
  • CP Class: primary input to flip-flop
  • Worst path cell trace: clkdlybuf4s50_1, and4bb_1, nor2_1, or4_2, buf_4, o21ai_1, inv_1, ha_1, o21ai_0, a41oi_1, o22ai_1, nor2_1, nor4_1
  • Origin of the critical flop-to-flop path: skidbuffer.held_vld
  • CP most frequent cell: nor2_1
  • R2r setup slk: between 5 and 6 ns
  • Worst Setup EP: mtime[16]
  • CP Capture Type: flip-flop
  • Reg2reg end: mtime[16]
  • R2R depth: 12

Power and ir drop
  • Combinational power share: about 13%
  • Leakage power: 6.94 nW
  • Max VDD drop: 0.129 mV
  • Int Pwr: approximately 0.0019 W
  • Reg power frac: 41.8%
  • Psw: approximately 0.00064 W
  • Total power: roughly 0.0025 W
  • Sw Share: ~25%
  • Power Density: ~140 mW/mm^2
  • Clock network power share: 45.7%

Final timing
  • RSZ-0062 raised after global routing: no
  • Cycle use final: between 50% and 60%
  • Clk_skew: 0.0117 ns
  • Slew headroom: a little over a third
  • Setup TNS: 0 ns
  • Final min period: slightly below 6 ns
  • Final count of hold timing violations: 0
  • Final setup vio count: 0
  • FMAX: 173 MHz
  • Worst Tran Pin Value: between 0.9 and 1 ns
  • Final worst slack: 4.12 ns
  • Pins Over Slew Limit: 0

Clocking
  • Reg clk slew, reported paths: 0.06 ns
  • Post-CTS resize count: 0
  • H-tree depth: 1
  • CTS tree: done
  • Clk root buf: clkbuf_16
  • Inserted Clock Buffers: 29
  • Setup bufs post-CTS: 0
  • # clock sinks: 235
  • CTS hold repair buffers: 0
  • Clk latency late pin: 0.57 ns
  • Max clock buf depth: 3

Route
  • Initial DRC Count: between 1000 and 1500
  • First-pass DRT Iterations: 7
  • Antenna Violating Nets Remaining: 0
  • Avg WL per Cell: ~21 um
  • Vias: 14000
  • DRC: 0
  • Final WL: between 40000 and 50000 um
  • Routed vias/inst: roughly 5.9

Status
  • Status: completed

Floorplanning
  • Fp util: between 40 and 50%
  • Io pins: roughly 120
  • Die span in x: around 200 um
  • Rows: 71
  • Core box area: 0.0378 sq mm
  • Die Ht: between 150 and 200 um
  • Die area: 0.0392 sq mm

Job
  • Log Warnings: approximately 62
  • MaxCap Viol Count: 0

GRT
  • Initial antenna violation count: 2
  • GR Layer Usage met3: approximately 6.1%
  • Largest net degree at the start of global routing: about 70
  • M2 GR Usage: between 30% and 40%
  • Top Usage Layer GRT: met2
  • Remaining global-route overflow: 0
  • Vias in the first global route: roughly 13000
  • First-pass GRT wire length: 77000 um
  • GRT Util Overall: a little over a quarter
  • Met1 usage: 39.1%

Placed design
  • Worst slack at placement: ~3.6 ns
  • Cell count after placement: between 2000 and 2500
  • I/O Buffers: about 110
  • Final GP Congestion: 0.947
  • Hpwl dp: 34600 um
  • DP Area: 0.0169 sq mm

Cells and area
  • Syn-to-layout area delta: 16.8%
  • Fin cells: about 2400
  • Cell area after layout: around 0.018 sq mm
  • Share of layout cells above drive strength 1: roughly 6.2%

Worst hold path
  • Worst hold path type: flip-flop to flip-flop
per-stage QoR:
stage | hold WS, ns | util (%)
after floorplan | 0.403 | -
after global placement | 0.438 | 44.7
after detailed placement | 0.446 | 44.7
after CTS | 0.454 | 47.5
after global routing | 0.472 | 47.5
final | 0.452 | 47.5
sequential cells by signal, indices dropped and copies added (netlist names), 4 cells and up:
register and cells:
skidbuffer.held_data 62, clint_d_size 4, mtime 64, mtimecmpl 32, clint_d_data 32, clint_d_source 4, mtimecmph 32
how the worst min path moves through the flow:
stage	start	slack, ns	to	cells after the start
after CTS	skidbuffer.held_data[34]	0.45	skidbuffer.held_data[34]	2
final	skidbuffer.held_data[53]	0.45	skidbuffer.held_data[53]	2
after global routing	skidbuffer.held_data[62]	0.47	skidbuffer.held_data[62]	2
layout make-up:
type                            instances  area, sq um
Clock buffer                           37          807
Multi-Input combinational cell       1303         8610
Clock inverter                         17          235
Inverter                              145          544
Timing Repair Buffer                  140         1320
Tap cell                              511          639
Fill cell                            3504        19800
Antenna cell                            1         2.50
Sequential cell                       235         5770
critical path, delay by kind of cell:
family	cells	cell delay [ns]
and+or+nand+nor	5	1.37
buffers and inverters	3	0.97
AOI/OAI and AO/OA	4	1.68
adders and majority gates	1	0.21
placed cells by master, fill, tap and decap left out, types with 8 or more instances in the layout:
master,instances
nand2_1,240
a21oi_1,155
inv_1,143
ha_1,129
dfxtp_1,128
clkdlybuf4s50_1,109
nand3_1,106
edfxtp_1,106
o21ai_0,78
mux2i_1,64
nor2_1,56
nor3_1,39
o21ai_1,39
a41oi_1,33
buf_4,31
nand4_1,30
o21bai_1,30
clkbuf_16,30
o22ai_1,29
a31oi_1,23
o211ai_1,19
or3_1,17
and3_1,17
a211oi_1,14
a21o_1,13
nor4_1,13
mux2_2,12
and4_1,9
o22a_1,8
cells by family (layout without fill, tap and decap cells):
family                   count (synthesis)  count (layout)  synth area share, %
AND/OR/NAND/NOR                        581             581                 18.6
multiplexers                            77              77                 5.14
XOR/XNOR                                 5               5                0.285
flip-flops                             235             235                 37.6
adder cells (fa/ha/maj)                129             129                 10.5
other                                    1               7               0.0244
AND-OR/OR-AND                          505             505                 20.8
buffers and inverters                  264             339                 7.08
power by group through the flow:
stage	combinational [W]	sequential, W	clock [W]
global route	0.000353	0.00107	0.00122
finish	0.000319	0.00106	0.00116
CTS	0.000320	0.00106	0.00118
metal layers:
| metal | vias up | wire [um] | part of all wire [%] |
|---|---|---|---|
| li1 | 6711 | - | - |
| met1 | 6651 | 21300 | 43 |
| met2 | 530 | 22300 | 45 |
| met3 | 86 | 3950 | 8.0 |
| met4 | 4 | 1930 | 3.9 |
| met5 | - | 63 | 0.13 |
Yosys cell counts, types with 4 or more instances:
library cell | count | area, sq um
nor3_1 | 39 | 195
edfxtp_1 | 106 | 3180
and4_1 | 9 | 78.8
mux2i_1 | 64 | 641
nand3_1 | 107 | 536
o21ai_1 | 39 | 195
nand2_1 | 240 | 901
nor4_1 | 13 | 81.3
o211ai_1 | 19 | 143
and3_1 | 18 | 113
or3_1 | 17 | 106
mux2_2 | 12 | 135
o22a_1 | 8 | 70.1
o21bai_1 | 30 | 225
buf_4 | 11 | 82.6
o31ai_1 | 6 | 45.0
a41oi_1 | 33 | 289
nor2_1 | 56 | 210
a31oi_1 | 23 | 144
a32oi_1 | 5 | 43.8
a21oi_1 | 156 | 781
or4_1 | 8 | 60.1
a21o_1 | 13 | 97.6
o22ai_1 | 29 | 181
buf_2 | 20 | 100
buf_6 | 4 | 45.0
and2_1 | 7 | 43.8
o21ai_0 | 78 | 390
o2111ai_1 | 7 | 61.3
ha_1 | 129 | 1610
dfxtp_1 | 129 | 2580
nand2b_1 | 4 | 25.0
inv_1 | 143 | 537
a211oi_1 | 15 | 113
nand4_1 | 30 | 188
clkbuf_1 | 82 | 308
Power is estimated from default activity; no workload was simulated.
